File: design/flow/config.mk
export PLATFORM = sky130hd
export DESIGN_NAME = LCD
export DESIGN_NICKNAME = LCD
export VERILOG_FILES = /design/flow/design.v
export SDC_FILE = /design/flow/constraint.sdc
export NUM_CORES = 4
export LEC_CHECK = 1
export CORE_AREA = 10 10 105 105
export DIE_AREA = 0 0 115 115
File: design/flow/constraint.sdc
current_design LCD

set clk_period 6.8
set clk_io_pct 0.2

create_clock -name clk0 -period $clk_period [get_ports {clk}]

set non_clock_inputs [all_inputs -no_clocks]
set_input_delay [expr $clk_period * $clk_io_pct] -clock clk0 $non_clock_inputs
set_output_delay [expr $clk_period * $clk_io_pct] -clock clk0 [all_outputs]
File: design/flow/design.v
module LCD(input clk, input [6:0] in_data, input lcd_enable, input [9:0] lcd_bus, output reg e, output reg[7:0] lcd_data, output reg rw, output reg rs, output reg busy);
	localparam clk_freq = 1;
	localparam CBITS = 9;
	reg [CBITS - 1:0] cnt;			 
	reg [1:0] state;
	always @(posedge clk) begin
		rw = 0;
		rs = 0;
		busy = 0;
		lcd_data = 0;
		e = 0;
		if(state == 0) begin
			busy = 1;
			if(cnt < 500*clk_freq)				 
				cnt = cnt + 1;
			else begin							 
				cnt = 0;
				rs = 0;
				rw = 0;
				lcd_data = 8'b00110000;
				state = 1;
			end
		end
		if(state == 1) begin
			busy = 1;
			cnt = cnt + 1;
			if(cnt < (10*clk_freq))begin			 
				lcd_data = {4'b0011, in_data[6], in_data[5], 2'b00};
				e = 1;
			end
			else if(cnt < (60*clk_freq))begin		 
				lcd_data = 8'b00000000;
				e = 0;
			end
			else if(cnt < (70*clk_freq))begin		 
				lcd_data = {5'b00001, in_data[4], in_data[3], in_data[2]};
				e = 1;
			end
			else if(cnt < (120*clk_freq))begin		 
				lcd_data = 8'b00000000;
				e = 0;
			end
			else if(cnt < (130*clk_freq))begin		 
				lcd_data = 8'b00000001;
				e = 1;
			end
			else if(cnt < (330*clk_freq))begin		 
				lcd_data = 8'b00000000;
				e = 0;
			end
			else if(cnt < (340*clk_freq))begin		 
				lcd_data = {6'b000001, in_data[1], in_data[0]};
				e = 1;
			end
			else if(cnt < (440*clk_freq))begin		 
				lcd_data = 8'b00000000;
				e = 0;
			end
			else begin								 
				cnt = 0;
				busy = 0;
				state = 2;
			end
		end
		if(state == 2) begin
			if(lcd_enable == 1) begin
				busy = 1;
				rs = lcd_bus[9];
				rw = lcd_bus[8];
				lcd_data = lcd_bus[7:0];
				cnt = 0;
				state = 3;
			end
			else begin
				busy = 0;
				rs = 0;
				rw = 0;
				lcd_data = 8'b00000000;
				cnt = 0;
			end
		end
		if(state == 3) begin
			if(cnt < 50* clk_freq) begin 		 
				if(cnt < clk_freq)
					e = 0;
				else if(cnt < 14*clk_freq)		 
					e = 1;
				else if(cnt < 27*clk_freq)		 
					e = 0;
				cnt = cnt + 1;
				busy = 1;
			end
			else begin
				cnt = 0;
				state = 2;
				busy = 1;
			end
		end
	end
endmodule
File: design/flow/run.sh
#!/bin/bash
# OpenROAD 26Q1-2900-gdf79404cd8, Yosys 0.63+post, stock flow scripts
make -C /OpenROAD-flow-scripts/flow DESIGN_CONFIG=/design/flow/config.mk WORK_HOME=/design/flow/orfs finish
==> changes_impl.md <==
### Implementation results

* Status: completed
* Core Util, Final at 0.311
* Top cells by area: dfxtp_1 22%, nand2_1 5.3%, nor2_1 4.7%
* Top cell area share at 0.223
* F_max at ~250 MHz
* Sequential area share after synthesis at 0.223
* CP arrival at roughly 4.3 ns
* Setup Skew at 0.00519 ns
* Core footprint at between 8000 and 9000 um2
* Critical Path Sink Type: flip-flop
* Synth Flop Type: dfxtp_1
* Hold Fails Final Rpt at 0
* Yosys Chip Area at 2330 um2
* First-pass GRT wire length at ~12 mm
* CTS sink count at 26
* Placer Congestion at 0.984
* Maxcap violations at 0
* TritonCTS buffer count at 3
* Dpl ws at 2.87 ns
* Number of routed nets with antenna violations at 0
* # rows at 34
* Worst Tran Pin Value at ~0.8 ns
* Setup ws final at 2.75 ns
* Clk slew on worst S/H paths at around 0.090 ns
* RSZ-0062 raised after global routing: false
* Dpl cells at roughly 430
* Final setup viols at 0
* CTS root buffer: clkbuf_8
* Comb area at about 1700 um2
* Area leader, netlist: dfxtp_1
* Clock Tree Buf Depth at 2
* Leakage at a little under 1 nW
* Critical path class: reg -> reg
* Routed vias at 2532
* Routed len/inst at approximately 17 um
* Global Route Usage Sum at 0.107
* FF-to-FF End: cnt[8]
* PostCTS Resize Cnt at 0
* Die area at around 13000 um2
* Worst-Skew Late Latency at 0.27 ns
* Vias per Instance at roughly 5.8
* Total power at 1.07 mW
* Fill cells at 934
* Placed cell area at 2650 um2
* Tmin final at ~4.0 ns
* Total Routed Length at slightly above 7 mm
* Flops after synth at 26
* Hold Buf Count CTS at 0
* Worst hold path type: reg -> reg
* 1st-iter DRT viols at roughly 190
* Worst hold slack at ~0.48 ns
* Worst vdd ir at 178 uV
* Final Max Tran Viols at 0
* Distinct lib cells at 69
* Top cells by count: 33 x nand2_1, 29 x nor2_1, 26 x dfxtp_1, 18 x a21oi_1, 18 x clkbuf_1
* Initial Util at 0.266
* Antenna violations before repair at 0
* DRC at 0
* GRT overflow at 0
* Flop area at ~520 um2
* Pwr dens at around 390 nW/um2
* Most common cell in the synthesized netlist: nand2_1
* Ys async rst share at 0
* CTS H-Tree Depth at 1
* Largest net degree at the start of global routing at 25
* Synth warn at 1
* Reg2reg start: cnt[0]
* Setup bufs post-CTS at 0
* Synth Cell Area at ~2300 um2
* Log Warnings at 25
* CP startpoint: cnt[0]
* Worst setup path end: cnt[8]
* Synth Instances at between 300 and 400
* Mean Syn Cell Area at 7.33 um2
* Count of library flops with an enable pin at 0
* Crit path required time at 7.01 ns
* Reg2reg path depth at 12
* Port Buffers at 30
* Worst-path maximum fanout at 20
* I/O Pins at 31
* DP Wirelength at 5.40 mm
* Slew headroom at 0.474
* Final std cells w/o fill at between 400 and 500
* Crit share post-route at 0.595
* Share of layout cells above drive strength 1 at 0.0673
* Iteration tally of the first detailed-router pass at 5
* Final instance area at roughly 2700 um2
* CTS tree: built
* Vias in the first global route at between 2000 and 2500
* CP Launch Type: flip-flop
* Die W at 115 um
* Antenna diodes at 0
* Die height at around 120 um
* Yosys cell count at between 300 and 400
* P&R area growth vs syn at 16.9%
* FF-to-FF setup slack at approximately 2.8 ns
* Setup TNS at 0 ns
## flip-flops by register name, indices dropped and copies added (netlist names), named ones only
| register | count |
|---|---|
| busy | 1 |
| rs | 1 |
| state | 3 |
| lcd_data | 8 |
| cnt | 9 |
| rw | 1 |
| e | 1 |
## cell type report
cell class                 instances  area share
tap                              108      0.0496
multi-input combinational        258       0.606
clock inverter                     1      0.0110
sequential                        26       0.191
timing repair buffer              33       0.119
inverter                           6     0.00827
clock buffer                       3      0.0152
## where the power goes
group	internal, mW	leakage, nW	total [mW]	switching [mW]
combinational	0.268	0.728	0.639	0.371
clock	0.0788	0.0357	0.129	0.0499
sequential	0.204	0.214	0.303	0.0998
total	0.550	0.978	1.07	0.521
## cell families (layout without fill, tap and decap cells)
logic type / after synthesis / count (layout) / synth area share
DFF: 26 / 26 / 0.223
buffers and inverters: 34 / 43 / 0.0682
adders and majority gates: 2 / 2 / 0.0107
xor gates and xnor gates: 10 / 10 / 0.0376
AOI/OAI and AO/OA: 111 / 111 / 0.356
and+or+nand+nor: 135 / 135 / 0.304
## worst min path at each step
| stage | startpoint | end | slack [ns] | depth (start not counted) |
|---|---|---|---|---|
| global route | state[0] | flip-flop | 0.54 | 2 |
| CTS | state[2] | state[0] | 0.48 | 2 |
| finish | state[2] | state[0] | 0.48 | 2 |
## placed cells by master (no fill, tap or decap), types with 6 or more instances in the layout
cell type         n
a21o_1            6
a21oi_1          18
a31oi_1           7
and3_1            6
clkdlybuf4s50_1  30
dfxtp_1          26
inv_1             6
nand2_1          33
nand2b_1          7
nand3_1          12
nand4_1           7
nor2_1           29
nor3_1            9
o21ai_0          12
o31ai_1           8
## critical path: stages, from the launching register on
cell	delay, ns
dfxtp_1	0.68
ha_1	0.73
and4_1	0.45
a21oi_2	0.12
a211oi_4	0.47
nor2_4	0.13
nor2_1	0.20
a22oi_1	0.15
inv_1	0.10
ha_1	0.20
nand4_2	0.11
or4_1	0.52
a21oi_1	0.13
## per-layer routing
metal | global-route usage | part of all wire | vias to the layer above
li1 | - | - | 1227
met1 | 0.165 | 0.47 | 1170
met2 | 0.154 | 0.45 | 127
met3 | 0.0206 | 0.073 | 8
met4 | 0.0173 | 0.0092 | 0
met5 | 0 | 0 | -
No activity file was given, so power comes from the tool's default toggle rates.
