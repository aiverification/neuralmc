<file path="flow/run.sh">
#!/bin/bash
# OpenROAD 26Q1-2900-gdf79404cd8, Yosys 0.63+post, stock flow scripts
make -C /OpenROAD-flow-scripts/flow DESIGN_CONFIG=/design/flow/config.mk WORK_HOME=/design/flow/orfs finish
</file>
<file path="flow/config.mk">
export PLATFORM = sky130hd
export DESIGN_NAME = Thermocouple
export DESIGN_NICKNAME = Thermocouple
export VERILOG_FILES = /design/flow/design.v
export SDC_FILE = /design/flow/constraint.sdc
export NUM_CORES = 4
export LEC_CHECK = 1
export CORE_UTILIZATION = 30
</file>
<file path="flow/design.v">
module Thermocouple(input clk, input rst, input spi_not_busy, input [31:0] spi_rx_data, output reg [13:0] tc_temp_data, output reg [11:0] junction_temp_data, output reg [3:0] fault_bits);
	localparam clk_freq = 10;
	localparam CBITS = 6;			 
	reg spi_ena;
	reg [1:0] state;
	reg [CBITS-1:0] cnt;
	always @(posedge clk)
		if(rst == 1) begin
			spi_ena = 0;
			tc_temp_data = 0;
			junction_temp_data = 0;
			fault_bits = 0;
			state = 0;
			cnt = 0;
		end
		else if(state == 0) begin
			if(cnt < clk_freq * 3)
				cnt = cnt + 1;
			else begin
				cnt = 0;
				state = 1;
			end
		end
		else if(state == 1) begin
			if(spi_not_busy == 1)
				spi_ena = 1;
			else begin
				spi_ena = 0;
				state = 2;
			end
		end
		else if(state == 2) begin
			tc_temp_data = spi_rx_data [31:18];
			junction_temp_data = spi_rx_data [15:4];
			fault_bits = {spi_rx_data[16], spi_rx_data[2:0]};
			if(cnt < clk_freq * 1)
				cnt = cnt + 1;
			else begin
				cnt = 0;
				state = 1;
			end
		end
		else
			state = 1;
endmodule
</file>
<file path="flow/constraint.sdc">
current_design Thermocouple

set clk_period 2.8
set clk_io_pct 0.2

create_clock -name clk0 -period $clk_period [get_ports {clk}]

set non_clock_inputs [all_inputs -no_clocks]
set_input_delay [expr $clk_period * $clk_io_pct] -clock clk0 $non_clock_inputs
set_output_delay [expr $clk_period * $clk_io_pct] -clock clk0 [all_outputs]
</file>
==> summary.txt <==
flow finished, numbers: top-area cell type share of the netlist area 0.543, fraction of registers with async set or reset after synthesis 0, clock buffer count from CTS 5, count of synthesis-stage warnings from yosys 1, final weighted congestion of routability-driven global placement 0.783, I/O Buffers 62, r2r endpoint tc_temp_data[9]$_SDFFE_PP0P_, number of cell instances after yosys synthesis 176, placement row count 24, post-synthesis cell area 1440 um^2, WHS Path Cells 2, kind of critical path reg -> out, beginning of the worst hold path junction_temp_data[7]$_SDFFE_PP0P_, antenna-violating nets left 0, largest net degree at the start of global routing 31, combined global-route utilization of all metal layers 0.131, number of different library cells in the post-synthesis netlist 23, min Tclk post-route 1.66 ns, final routed wirelength across all metal layers 3.15 mm, Min-Delay Path Class reg -> reg, Worst Path Max Fanout 2, Clock Path Buffers 2, number of synthesized flops with an enable pin 0, worst IR drop on VDD 0.297 mV, global-route wire length before repair 5.30 mm, Worst Reg2Reg Path Length in Cells 4, Floorplan Utilization 0.321, Final Hold Vio Count 0, number of max-slew violations in the final report 0, Final Cell Area 2180 um^2, kind of cell adding the most delay to the critical path buffers and inverters, master cell of the clock root buffer clkbuf_8, Post-CTS Setup Inserts 0, number of antenna violations at the first check in global routing 0, RSZ-0062 raised after global routing false, worst-case setup margin in the final layout 1.14 ns, Via density 4.57, estimated wirelength of the detail-placed design 2.12 mm, worst slack after detailed placement 1.08 ns, Reg2Reg Setup Slack 1.35 ns, io pins 65, area grow syn2layout 51.5%, reported max-cap violation count 0, Largest stage delay, worst path 0.48 ns, CP required 2.24 ns, number of remaining DRC errors 0, number of cells upsized or downsized after cts 0, kind of launch point of the worst setup path register, Yosys top cell by instances nand2_1, flip-flop cell with the highest count after synthesis dfxtp_1, die area 5070 um^2, synthesized area per cell 8.17 um^2, R2R Path Start state[1]$_DFF_P_, Die Width 71.2 um, total power consumption of the routed design 989 uW, CTS tree yes, remaining global-route overflow 0, hold bufs inserted after CTS 0, fraction of layout cells with a size suffix above 1 0.0628, CP Capture Type output port, endpoint of the worst hold-timing path junction_temp_data[7]$_SDFFE_PP0P_, number of warnings in the stage logs 27, data arrival at the endpoint of the critical path 1.10 ns, post-synthesis register bit count 39, Max transition margin 0.625, area of the synthesized netlist per yosys stat 1440 um^2, outcome finished clean, list of most frequent post-synthesis cells 65 x nand2_1, 39 x dfxtp_1, 34 x a21oi_1, detailed-router iteration count before antenna repair 27, Power Density 454 nW/um^2, proportion of synthesized chip area in sequential cells 0.543, worst hold margin 0.452 ns, insertion delay at the late pin of the worst-skew pair 0.28 ns, number of sinks handled by clock tree synthesis 39, critical path, cell by cell clkdlybuf4s50_1, total via count in the routed design 1329, timing-limited maximum frequency 602 MHz, setup TNS 0 ns, total cell area at the placement stage 2090 um^2, number of design-rule violations left by the first detailed-router iteration 41, Wirelength per Cell 10.8 um, area leader, netlist dfxtp_1, leakage dissipation 0.000735 uW, measured slew at the worst slew-check pin 0.562 ns, Period Utilization, post-route 0.593, clk slew on worst S/H paths 0.07 ns, overall die height 71.2 um, leading cell types by total area after synthesis dfxtp_1 54%, nand2_1 17%, a21oi_1 12%, number of instances in the synthesized netlist 176, clock tree skew after final layout 0.00774 ns, vias in the first global route 1167, Antenna Diode Count 0, H-tree Lvls 2, setup violation total in the final timing report 0, Crit-path slowest cell clkdlybuf4s50_1, area of the core region 4470 um^2, Buf+Inv Stages, Crit Path 1
sequential cells by signal, indices dropped and copies added (netlist names):
signal / cells
tc_temp_data: 14
junction_temp_data: 12
cnt: 6
fault_bits: 4
state: 3
how the worst max path moves through the flow:
stage / cells past startpoint / endpoint / startpoint
final: 1 / tc_temp_data[0] / tc_temp_data[0]$_SDFFE_PP0P_
after CTS: 1 / tc_temp_data[10] / tc_temp_data[10]$_SDFFE_PP0P_
after global routing: 1 / fault_bits[1] / fault_bits[1]$_SDFFE_PP0P_
cells by family after synthesis:
group | count (synthesis) | synth area share
buffers and inverters | 11 | 0.0392
adder cells (fa/ha/maj) | 1 | 0.00870
AND/OR/NAND/NOR | 80 | 0.235
AND-OR/OR-AND | 43 | 0.162
flip-flops | 39 | 0.543
XOR/XNOR | 2 | 0.0122
power breakdown:
group	switching (uW)	total [uW]	internal, uW
clock	189	363	174
combinational	18.1	63.2	45.1
sequential	4.41	562	558
layout by cell type, fill, tap and decap left out, drive strengths merged:
cell           instances
clkdlybuf4s50         62
or3                    2
clkbuf                 6
a41oi                  2
o211ai                 1
clkinvlp               1
xor2                   2
buf                    3
o21ai                  5
nor2b                  2
inv                    1
o21a                   1
nor3                   1
a21oi                 34
dfxtp                 39
clkinv                 1
ha                     1
nand3                  2
and3                   1
nand2b                 2
and2b                  1
nor2                   4
nand2                 65
layer usage:
metal / part of all wire / global-route usage / wire length (um) / up-vias
met5: 0 / 0 / 0 / -
met4: 0.010 / 0.0200 / 33 / 0
met3: 0.098 / 0.0342 / 307 / 4
met2: 0.45 / 0.198 / 1400 / 43
met1: 0.45 / 0.200 / 1410 / 580
li1: - / - / - / 702
final cells by class:
type                    count  area (um^2)
well taps                  52         65.1
repair buffers             65          643
inverters                   1         3.75
flip-flops and latches     39          781
fillers                   464         2300
clock inverters             2         12.5
clock buffers               6         72.6
multi-input cells         126          601
per-stage QoR:
step                std cells  utilization
floorplan                 176            -
detailed placement        283        0.468
global route              291        0.487
CTS                       291        0.487
finish                    291        0.487
global placement          283        0.468
Power and IR drop assume default switching activity.
