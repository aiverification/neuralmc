<file path="design/flow/constraint.sdc">
current_design VGA

set clk_period 4.6
set clk_io_pct 0.2

create_clock -name clk0 -period $clk_period [get_ports {clk}]

set non_clock_inputs [all_inputs -no_clocks]
set_input_delay [expr $clk_period * $clk_io_pct] -clock clk0 $non_clock_inputs
set_output_delay [expr $clk_period * $clk_io_pct] -clock clk0 [all_outputs]
</file>
<file path="design/flow/run.sh">
#!/bin/bash
# OpenROAD 26Q1-2900-gdf79404cd8, Yosys 0.63+post, stock flow scripts
make -C /OpenROAD-flow-scripts/flow DESIGN_CONFIG=/design/flow/config.mk WORK_HOME=/design/flow/orfs finish
</file>
<file path="design/flow/design.v">
module VGA #(localparam  size = 1, h_bits =7, v_bits = 5)(input clk, input rst, output reg disp_ena, output reg n_blank, output reg n_sync, output reg [h_bits-1:0] col, output reg [v_bits-1:0] row);
	localparam h_pixels = 50*size;
	localparam h_pulse = 5*size;
	localparam h_bp = 8*size;
	localparam h_fp = 3*size;
	localparam h_pol = 0;
	localparam v_pixels =  25*size;
	localparam v_pulse = size;
	localparam v_bp = 1*size;
	localparam v_fp = size;
	localparam v_pol = 1;
	localparam h_period = h_pulse + h_bp + h_pixels + h_fp;
	localparam v_period = v_pulse + v_bp + v_pixels + v_fp;
	reg [h_bits-1:0] h_cnt;
	reg [v_bits-1:0] v_cnt;
	reg h_sync;
	reg v_sync;
	always @(posedge clk) begin
		if(rst == 1) begin
			h_cnt = 0;
			v_cnt = 0;
			h_sync = ~h_sync;
			v_sync = ~v_sync;
			disp_ena = 0;
			col = 0;
			row = 0;
		end
		else begin
			if(h_cnt < h_period - 1)
				h_cnt = h_cnt + 1;
			else begin
				h_cnt = 0;
				if(v_cnt < v_period - 1)
					v_cnt = v_cnt + 1;
				else
					v_cnt = 0;
			end
			if((h_cnt < (h_pixels + h_fp)) | (h_cnt >= (h_pixels + h_fp + h_pulse)))
				h_sync = ~h_sync;
			else
				h_sync = h_pol;
			if((v_cnt < (v_pixels + v_fp)) | (v_cnt >= (v_pixels + v_fp + v_pulse)))
				v_sync = ~v_sync;
			else
				v_sync = v_pol;
			if(h_cnt < h_pixels)
				col = h_cnt;
			if(v_cnt < v_pixels)
				row = v_cnt;
			if(h_cnt < h_pixels & v_cnt < v_pixels)
				disp_ena = 1;
			else
				disp_ena = 0;
		end
	end
endmodule
</file>
<file path="design/flow/config.mk">
export PLATFORM = sky130hd
export DESIGN_NAME = VGA
export DESIGN_NICKNAME = VGA
export VERILOG_FILES = /design/flow/design.v
export SDC_FILE = /design/flow/constraint.sdc
export NUM_CORES = 4
export LEC_CHECK = 1
export CORE_AREA = 10 10 108 108
export DIE_AREA = 0 0 118 118
</file>
==> flow_results.xml <==
<?xml version="1.0" encoding="UTF-8"?>
<metrics>
  <group name="outcome">
    <metric name="run_status" unit="">finished clean</metric>
  </group>
  <group name="cells_and_area">
    <metric name="post-route-util" unit="%">17.14</metric>
    <metric name="stdcell_area" unit="sq um">1592</metric>
    <metric name="non_filler_instances" unit="">286</metric>
    <metric name="final_layout_size_suffix_gt1_share" unit="%">8.917</metric>
    <metric name="flow.area_growth_from_synthesis" unit="%">16.59</metric>
  </group>
  <group name="detailed_routing">
    <metric name="detail_route.wl_per_cell" unit="microns">10.44</metric>
    <metric name="met2RoutedLength" unit="microns">1372</metric>
    <metric name="drcViolationCount" unit="">0</metric>
    <metric name="wl_met1" unit="microns">1400</metric>
    <metric name="viasPerCell" unit="">3.860</metric>
    <metric name="routed_wl" unit="microns">2985</metric>
    <metric name="drt_first_pass_iters" unit="">4</metric>
    <metric name="route.vias.total" unit="">1104</metric>
    <metric name="ant_nets" unit="">0</metric>
    <metric name="number_of_antenna_diodes" unit="">0</metric>
    <metric name="length_of_routed_met3_wiring" unit="microns">171</metric>
    <metric name="top_signal_layer_used" unit="">met4</metric>
    <metric name="first_iter_violations" unit="">48</metric>
  </group>
  <group name="synthesis">
    <metric name="largest_area_cell" unit="">dfxtp_1</metric>
    <metric name="synth.avg_cell_area" unit="sq um">9.040</metric>
    <metric name="synth.cell_area" unit="sq um">1365</metric>
    <metric name="ranking_of_synthesized_cells_by_instance_count" unit="">25 x dfxtp_1, 14 x nor2_1, 12 x a21oi_1</metric>
    <metric name="synth-seq-cells" unit="">25</metric>
    <metric name="synth_seq_share" unit="%">36.66</metric>
    <metric name="most_common_cell" unit="">dfxtp_1</metric>
    <metric name="synth.area.top_cells" unit="">dfxtp_1 37%, a21oi_1 4.4%, a211oi_1 4.4%, nor2_1 3.8%, clkbuf_8 3.0%</metric>
    <metric name="synth_stat.cells" unit="">151</metric>
    <metric name="synth_async_sr_flop_share" unit="%">0</metric>
    <metric name="ff_type" unit="">dfxtp_1</metric>
    <metric name="synth_top_area_share" unit="%">36.66</metric>
    <metric name="synth_cells" unit="">151</metric>
    <metric name="synth-area-yosys" unit="sq um">1365</metric>
    <metric name="yosys_warnings" unit="">3</metric>
    <metric name="post_synth_num_cell_types" unit="">54</metric>
    <metric name="post_synth_tally_of_flip_flops_with_integrated_enable" unit="">0</metric>
  </group>
  <group name="sta">
    <metric name="timing.max_slew.rel_slack" unit="%">63.05</metric>
    <metric name="setup_viol" unit="">0</metric>
    <metric name="finalMaxSlewViolations" unit="">0</metric>
    <metric name="time_the_worst_path_needs_with_i_o_delays_and_setup" unit="ns">2.390</metric>
    <metric name="max_freq" unit="MHz">418.3</metric>
    <metric name="post-route-period-util" unit="%">51.96</metric>
    <metric name="hold_slack" unit="ns">0.4370</metric>
    <metric name="finalWorstSetupSlack" unit="ns">2.210</metric>
    <metric name="hold_viol_final" unit="">0</metric>
    <metric name="grt_setup_unrepaired" unit="">false</metric>
    <metric name="fin_setup_tns" unit="ns">0</metric>
    <metric name="worst_slew_pin_slew" unit="ns">0.5526</metric>
    <metric name="fin_skew" unit="ns">0.005063</metric>
  </group>
  <group name="critical_path">
    <metric name="path_buffers" unit="">0</metric>
    <metric name="endpoint_kind" unit="">register</metric>
    <metric name="rr_worst_depth" unit="">6</metric>
    <metric name="critical-path-top-delay-family" unit="">AND-OR/OR-AND gates</metric>
    <metric name="worst_setup_path_start_kind" unit="">register</metric>
    <metric name="timing_worst_setup_path_type" unit="">reg -&gt; reg</metric>
    <metric name="timing.critical_path.depth" unit="">6</metric>
    <metric name="cp_cell_sequence" unit="">ha_1 -&gt; and4b_1 -&gt; o21ai_0 -&gt; a221o_2 -&gt; and2_0 -&gt; o32a_1</metric>
    <metric name="worst_path_largest_cell_delay" unit="ns">0.56</metric>
    <metric name="crit_path_max_fanout" unit="">9</metric>
    <metric name="cp_data_required_time" unit="ns">4.76</metric>
    <metric name="worst_path_max_delay_cell" unit="">dfxtp_1</metric>
    <metric name="critPathArrivalTime" unit="ns">2.55</metric>
  </group>
  <group name="die">
    <metric name="die_w" unit="microns">118</metric>
    <metric name="fp-utilization" unit="%">14.70</metric>
    <metric name="die-area" unit="sq um">13920</metric>
    <metric name="die_height" unit="microns">118</metric>
    <metric name="rows" unit="">35</metric>
    <metric name="core_area" unit="sq um">9284</metric>
    <metric name="num_io_pins" unit="">17</metric>
  </group>
  <group name="placed_design">
    <metric name="preCtsSetupSlack" unit="ns">2.137</metric>
    <metric name="io_buffer_count" unit="">14</metric>
    <metric name="detailed_place_hpwl" unit="microns">2191</metric>
    <metric name="dp.cells" unit="">282</metric>
    <metric name="post_dp_cell_area" unit="sq um">1545</metric>
    <metric name="gp_congestion" unit="">0.8643</metric>
  </group>
  <group name="clocking">
    <metric name="htree_num_levels" unit="">1</metric>
    <metric name="cts.repair.resized" unit="">0</metric>
    <metric name="cts_tree" unit="">done</metric>
    <metric name="cts.hold.buffers_added" unit="">0</metric>
    <metric name="cts.reportedPaths.clkPinSlew" unit="ns">0.09</metric>
    <metric name="clk_root_buffer_cell" unit="">clkbuf_8</metric>
    <metric name="worst_skew_pair.late_latency" unit="ns">0.27</metric>
    <metric name="post_cts.repair.setup_buffers" unit="">0</metric>
    <metric name="number_of_cts_inserted_buffers" unit="">3</metric>
    <metric name="numClockSinks" unit="">25</metric>
    <metric name="cts_max_path_buffers" unit="">2</metric>
  </group>
  <group name="run">
    <metric name="max-cap-violations" unit="">0</metric>
    <metric name="warnings" unit="">25</metric>
  </group>
  <group name="global_route">
    <metric name="number_of_global_route_vias_before_repair" unit="">1007</metric>
    <metric name="grt_antenna_before_repair" unit="">0</metric>
    <metric name="overflow" unit="">0</metric>
    <metric name="grt_start_max_net_pins" unit="">17</metric>
    <metric name="grt_first_pass_wirelength" unit="microns">4899</metric>
    <metric name="grt_resource_usage_total" unit="%">3.989</metric>
  </group>
  <group name="power">
    <metric name="power.static_leakage" unit="nW">0.5415</metric>
    <metric name="pwr_density_cell" unit="nW/um^2">247.1</metric>
    <metric name="vdd_drop_max" unit="mV">0.1246</metric>
    <metric name="totalPowerFinal" unit="mW">0.3933</metric>
  </group>
  <group name="min_path">
    <metric name="holdPathStages" unit="">2</metric>
    <metric name="hold_path_class" unit="">reg -&gt; reg</metric>
  </group>
</metrics>
## state kept, by name, indices dropped and copies added (netlist names)
name	count
h_cnt	7
v_cnt	5
col	7
row	5
disp_ena	1
## placed cells by master, fill, tap and decap left out, types with 2 or more instances in the layout
cell type	netlist	layout
nand3_1	4	4
nor2_1	14	14
and2_1	2	2
dfxtp_1	25	25
o22ai_1	2	2
and3_1	2	2
nor3b_1	2	2
clkbuf_8	3	3
nand2_1	11	11
a31oi_1	3	3
inv_1	2	2
xor2_1	2	2
ha_1	2	2
a21oi_1	12	12
xnor2_1	3	3
nand3b_1	2	2
nand4b_1	2	2
conb_1	1	2
clkdlybuf4s50_1	0	14
nand4_1	2	2
o21ai_0	5	5
a211oi_1	8	8
a211o_1	2	2
o21ai_1	2	2
nor2b_1	2	2
a21o_1	2	2
## cell type report
type | instances | area (sq um)
clock inverters | 1 | 5.005
well taps | 129 | 161.4
inverters | 2 | 7.507
repair buffers | 14 | 140.1
clock buffers | 3 | 41.29
multi-input cells | 112 | 735.7
flip-flops and latches | 25 | 500.5
fillers | 1071 | 7692
## power breakdown
group / internal [mW] / switching [mW]
sequential: 0.223 / 0.00986
combinational: 0.0160 / 0.0153
clock: 0.0605 / 0.0686
## routing by layer
layer	vias to the layer above	track usage (%)
li1	561	-
met1	503	5.668
met2	38	6.469
met3	2	0.3889
met4	0	0.6955
met5	-	0
## final timing paths
check | startpoint | end | slack, ns
setup / recovery | h_cnt[0] | col[5] | 2.21
hold reg to reg | col[6] | col[6] | 0.44
setup reg to reg | h_cnt[0] | col[5] | 2.21
hold / removal | col[6] | col[6] | 0.44
## tightest hold or removal path, cell delays in order, from the launching register on
cell and delay, ns:
dfxtp_1 0.32, nand2_1 0.05, nor2_1 0.03
## cell families after synthesis
group,synth area share (%)
AND/OR/NAND/NOR,21.54
AND-OR/OR-AND,25.21
flip-flops,36.66
buffers and inverters,9.716
XOR/XNOR,3.209
adder cells (fa/ha/maj),1.833
multiplexers,1.558
other,0.2747
Power figures rest on the tool's default switching activity, not on a simulated workload.
